File: ./design.v
module neurons(
	input CLOCK_50, 
	input [1:0] KEY, 
	output reg [3:0] count, 
	output reg signed [17:0] v1,v2, 
	output reg signed [17:0] v1_active,v2_active 
);
	reg signed [17:0]w1,w2,c; 
	reg signed [17:0] v1new, w1new,w2new,v2new,v12,v13,v22,v23; 
	reg 	signed	[35:0]	temp_mult_out_v12,temp_mult_out_v22; 
	reg 	signed	[35:0]	temp_mult_out_v13,temp_mult_out_v23; 
always @ (posedge CLOCK_50) 
begin 
	count <= #1 count + 1; 
	if (KEY[0]==0)  
		begin 
			v1 <= 18'h3_2148 ;  
			w1 <= 18'h3_C9BB ;  
			v2 <= 18'h3_2148 ;  
			w2 <= 18'h3_C9BB ;  
			c<=18'h0_2999; 
			v1new<=0;
			w1new<=0;
			w2new<=0;
			v2new<=0;
			v12<=0;
			v13<=0;
			v22<=0;
			v23<=0;
			reg 	signed	[35:0]	temp_mult_out_v12,temp_mult_out_v22;
			reg 	signed	[35:0]	temp_mult_out_v13,temp_mult_out_v23;
		end
	else if(count==0) 
		begin
			if (v1[17]==1&v1[16]==1) 
			begin
				if(v2[17]==1&v2[16]==1) 
				begin
					v1_active=18'h0_5999;
					v2_active=18'h0_5999;
				end
				else 
				begin
					v1_active=18'h0_5999;
					v2_active=0;
				end
			end
			else 
			begin
				if(v2[17]==1&v2[16]==1) 
				begin
					v1_active=0;
					v2_active=18'h0_5999;
				end
				else 
				begin
					v1_active=0;
					v2_active=0;		
				end
			end
			temp_mult_out_v12=v1*(v1>>>1); 
			v12=	{temp_mult_out_v12[35], temp_mult_out_v12[32:16]}; 
			temp_mult_out_v13<=v12*(v1>>>1); 
			v13=	{temp_mult_out_v13[35], temp_mult_out_v13[32:16]}; 
			v1new = v1 + (((v1>>>2)-v13-(w1>>>1)+(c>>>2)-(v2_active>>>2))>>>4);  
			w1new = w1 + (((v1>>>1)-(w1>>>1)) >>>9);  
			temp_mult_out_v22=v2*(v2>>>1); 	
			v22=	{temp_mult_out_v22[35], temp_mult_out_v22[32:16]}; 
			temp_mult_out_v13<=v22*(v2>>>1); 
			v23=	{temp_mult_out_v23[35], temp_mult_out_v23[32:16]}; 
			v2new = v2 + (((v2>>>2)-v23-(w2>>>1)+(c>>>2)-(v1_active>>>2))>>>4);  
			w2new = w2 + (((v2>>>1)-(w2>>>1)) >>>9);  
			v1 = v1new ;
			w1 = w1new ;
			v2 = v2new ;
			w2 = w2new ;
		end
	end 
endmodule
File: ./run.sh
#!/bin/bash
# OpenROAD 26Q1-2900-gdf79404cd8, Yosys 0.63+post, stock flow scripts
make -C /OpenROAD-flow-scripts/flow DESIGN_CONFIG=/design/flow/config.mk WORK_HOME=/design/flow/orfs finish
File: ./config.mk
export PLATFORM = sky130hd
export DESIGN_NAME = neurons
export DESIGN_NICKNAME = neurons
export VERILOG_FILES = /design/flow/design.v
export SDC_FILE = /design/flow/constraint.sdc
export NUM_CORES = 4
export LEC_CHECK = 1
export CORE_UTILIZATION = 50
File: ./constraint.sdc
current_design neurons

set clk_period 24.0
set clk_io_pct 0.2

create_clock -name clk0 -period $clk_period [get_ports {CLOCK_50}]

set non_clock_inputs [all_inputs -no_clocks]
set_input_delay [expr $clk_period * $clk_io_pct] -clock clk0 $non_clock_inputs
set_output_delay [expr $clk_period * $clk_io_pct] -clock clk0 [all_outputs]
==> flow_summary.yaml <==
# physical design summary
status:
  outcome: "complete, no violations"
drt:
  firstDrtPassIters: 5
  routed_wl_um: 65870
  wire_per_inst_um: 15.75
  vias: 21279
  drtIter0Drc: 926
  drc: 0
  diodes: 0
  post_drt_via_cell_ratio: 5.089
  antenna_left: 0
flow_run:
  cap_violations: 0
  tool_warnings: 34
worst_setup_path:
  r2r_end: "temp_mult_out_v13[34]"
  startpoint: "v2[4]"
  endpoint: "temp_mult_out_v13[34]"
  cpPeakStageDelay_ps: 550
  worst_path_max_delay_cell: "fa_1"
  ff2ff_setup_slack_ps: 10810
  reg2reg_from: "v2[4]"
  critPathKind: "flip-flop to flip-flop"
  worst_ep_required_time_ps: 24160
  crit_top_cell: "fa_1"
  cp-start-kind: "flip-flop"
  worstPathArrival_ps: 13350
  end_kind: "flip-flop"
  r2r_cells: 49
  crit_path_max_fanout: 18
die:
  die_w_um: 249.3
  pin_count: 79
  fp.dieH_um: 249.3
  core_area_um2: 60360
  dieArea_um2: 62150
  fp_util_pct: 50.66
  rows: 90
synth:
  syn_area_um2: 30580
  top_cells_by_count: "877 x inv_1, 628 x fa_1, 331 x ha_1"
  yosysChipArea_um2: 30580
  yosys.area.top_type: "fa_1"
  yosys.cell_count.top_type: "inv_1"
  synth.distinct_cells: 80
  ys_seq_elements: 96
  ff_type: "dfxtp_1"
  ys_cells: 3401
  synth_warnings: 19
  synth_async_sr_flop_share_pct: 0
  top_area_share_pct: 41.12
  synth_area_per_cell_um2: 8.991
  syn_inst: 3401
  ys_seq_share_pct: 6.940
  edf_count: 20
  netlist_top_cells_area: "fa_1 41%, ha_1 14%, inv_1 11%, dfxtp_1 5.0%, and2_1 4.3%"
timing:
  max_freq_ghz: 0.07582
  tightest_slew_ps: 818.6
  setup_tns_ps: 0
  setup_viol: 0
  grt_setup_unrepaired: "false"
  finalHoldViolations: 0
  min_period_over_period_pct: 54.96
  fin_worst_skew_ps: 13.40
  fin_crit_ps: 13190
  worst_slew_margin_rel_pct: 45.10
  drv_slew: 0
clocking:
  cts_tree: "yes"
  cts_buffer_depth: 2
  cts_root_buf: "clkbuf_16"
  cts_resized: 0
  clkSlewWorstSetupHoldPaths_ps: 80
  cts_made_buffers: 9
  cts_hold_buf: 0
  htreeDepth: 3
  clk_latency_ps: 360
  cts_setup_buffers: 0
  clock-sinks: 96
final_layout:
  flop_area_um2: 2135
  logic_area_um2: 24550
  fill_cells: 5268
  drive_gt1_share_pct: 3.530
  final_util_pct: 53.38
  syn_to_final_growth_pct: 5.364
global_route:
  grt_antenna_before_repair: 1
  grt_max_degree: 71
  track_usage_pct: 24.36
  grt_pass1_vias: 22652
  grt_pass1_wl_um: 113600
  grt-ovfl-total: 0
placed_design:
  gp_routability_congestion: 0.8789
  port_buffers: 57
  hpwl_um: 51890
hold_path:
  min_path_type: "flip-flop to flip-flop"
-- how the worst min path moves through the flow --
stage	start	cells after the start	to	slack, ps
CTS	count[0]	1	count[0]	450
global route	count[0]	1	count[0]	470
finish	count[0]	1	count[0]	450
-- layout by cell type, fill, tap and decap left out, drive strengths merged, types with 16 or more instances in the layout --
cell type,netlist,layout
a21o,33,33
a21oi,104,104
and2,208,208
buf,45,53
clkdlybuf4s50,0,56
conb,1,20
dfxtp,76,76
edfxtp,20,20
fa,628,628
ha,331,331
inv,877,880
nand2,326,326
nand2b,17,17
nand3,31,31
nor2,118,118
nor3,43,43
o211ai,31,31
o21a,21,21
o21ai,42,42
o21bai,25,25
or3,16,16
xnor2,103,103
xor2,31,31
-- layer usage --
metal  vias to the layer above  track usage, %  routed length [um]
li1                      10247               -                   -
met1                     10442           37.24               29380
met2                       545           38.10               30890
met3                        45           6.667                4888
met4                         0           2.575                 707
met5                         -          0.3861                   0
-- cells by family after synthesis --
family | synth area share, %
mux | 0.1760
buf+inv | 13.05
flops | 6.940
fa+ha+maj | 54.66
xor+xnor | 3.838
other cells | 0.01226
simple gates | 13.29
compound gates | 8.024
-- critical path: cells and delay by family (launching register included) --
family	cells	cell delay, ps
buffers and inverters	12	1220
flip-flops	1	330
AND-OR/OR-AND	14	2950
AND/OR/NAND/NOR	7	1600
XOR/XNOR	2	420
adder cells (fa/ha/maj)	14	6430
-- flip-flops by register name (all words and copies together) (netlist names) --
name and cells:
v2_active 1, w2 18, v2 18, v1_active 1, v1 18, count 4
w1 18, temp_mult_out_v13 18
-- layout make-up --
cell class / instances / area share [%]
multi-input combinational: 2298 / 76.19
inverter: 880 / 10.25
clock inverter: 7 / 0.2291
sequential: 96 / 6.626
tap: 782 / 3.037
clock buffer: 9 / 0.6991
timing repair buffer: 109 / 2.967
-- through the flow --
step	hold slack, ps	cells	worst slack, ps	area (um^2)
after floorplan	393.5	3420	12010	30650
after global placement	417.7	4165	10840	31920
after detailed placement	435.5	4165	10750	31920
after CTS	452.3	4181	10700	32220
after global routing	473.1	4181	10020	32220
final	449.6	4181	10810	32220
