$ cat design/flow/run.sh
#!/bin/bash
# OpenROAD 26Q1-2900-gdf79404cd8, Yosys 0.63+post, stock flow scripts
make -C /OpenROAD-flow-scripts/flow DESIGN_CONFIG=/design/flow/config.mk WORK_HOME=/design/flow/orfs finish
$ cat design/flow/config.mk
export PLATFORM = sky130hd
export DESIGN_NAME = Neuron
export DESIGN_NICKNAME = Neuron
export VERILOG_FILES = /design/flow/design.v
export SDC_FILE = /design/flow/constraint.sdc
export NUM_CORES = 4
export LEC_CHECK = 1
export CORE_UTILIZATION = 40
$ cat design/flow/constraint.sdc
current_design Neuron

set clk_period 38.3
set clk_io_pct 0.2

create_clock -name clk0 -period $clk_period [get_ports {CLOCK_50}]

set non_clock_inputs [all_inputs -no_clocks]
set_input_delay [expr $clk_period * $clk_io_pct] -clock clk0 $non_clock_inputs
set_output_delay [expr $clk_period * $clk_io_pct] -clock clk0 [all_outputs]
$ cat design/flow/design.v
module Neuron(
	input CLOCK_50, 
	input [1:0] KEY, 
	input [3:0] SW,  
	input [3:0] GPIO_0, 
	output reg [7:0] LED, 
	output reg [3:0] GPIO_1
);
	reg signed [17:0] v1, v2;  
	reg [5:0] count; 
	reg signed [17:0] w1,w2,c1, c2, c3, c4; 
	reg signed [17:0] v1new, w1new,w2new,v2new,v12,v13,v22,v23; 
	reg signed	[35:0]	temp_mult_out_v12,temp_mult_out_v22; 
	reg signed	[35:0]	temp_mult_out_v13,temp_mult_out_v23; 
	reg [17:0] spike_counter;  
	reg v2_active;
always @ (posedge CLOCK_50) 
begin 
	count <= #1 count + 1; 
	if (KEY[0]==0)  
		begin 
			reg signed	[35:0]	temp_mult_out_v12,temp_mult_out_v22;
			reg signed	[35:0]	temp_mult_out_v13,temp_mult_out_v23;
			LED[6:3] <= SW[3:0];
			spike_counter <= 0;
			v1 <= 18'h3_2148 ;  
			w1 <= 18'h3_C9BB ;  
			v2 <= 0 ;  
			v1new<=0;
			w1new<=0;
			v2new<=0;
			v12<=0;
			v13<=0;
			v22<=0;
			v23<=0;
			if(SW[0]==1)
				begin
					c1<=18'h0_1000;
				end
			else
				begin
					c1<=0;
				end
			if(SW[1]==1)
				begin
					c2<=18'h0_1000;
				end
			else
				begin
					c2<=0;
				end
			if(SW[2]==1)
				begin
					c3<=18'h0_2000;
				end
			else
				begin
					c3<=0;
				end
			if(SW[3]==1)
				begin
					c4<=18'h0_2000;
				end
			else
				begin
					c4<=0;
				end
		end
	else if(count==0) 
		begin
		if(GPIO_0[0]==1) 
			begin
				v2=18'h0_1000;
				LED[1] = 1;
			end
		else 
			begin
					v2=0;	
					LED[1] = 0;	
			end
		temp_mult_out_v12=v1*(v1>>>1); 
		v12 = {temp_mult_out_v12[35], temp_mult_out_v12[32:16]}; 
		temp_mult_out_v13=v12*(v1>>>1); 
		v13 = {temp_mult_out_v13[35], temp_mult_out_v13[32:16]}; 
		v1new = v1 + (((v1>>>2)-v13-(w1>>>2)+(c1>>>2)-(c2>>>2)+(c3>>>2)+(c4>>>2)-(v2>>>2))>>>4);  
		w1new = w1 + (((v1>>>1)-(w1>>>1)) >>>9);  
		v1 = v1new ;
		w1 = w1new ;
		LED[0] <= spike_counter[17];
		if(v1[17]==0 & v1[16]==0 & v1[15]==1)
			begin
			 spike_counter <= #1 spike_counter+1;
			GPIO_1[0] <= 1;
			end
		else
			begin
			GPIO_1[0] <= 0;
			end
		end
end
endmodule
==> impl_metrics.yaml <==
# synthesis and place-and-route metrics
floorplanning:
  fp_util_pct: 40.5
  rows: 95
  pin_count: 23
  chipHeight_um: 263
  die_x_um: 263
  chip_area_um2: 69300
  core_area_um2: 67400
global_routing:
  grt_use_total_pct: 20.6
  grt_max_degree: 51
  antenna_found_initial: 0
  grt_overflow_total: 0
  grt_pass1_wl_mm: 106
  grt_pass1_vias: 20300
critical_path:
  cp_slowest_stage_delay_ns: 0.57
  slowest_stage: "nor3_2"
  path_common_cell: "fa_1"
  worstReg2RegStart: "v1[4]$_SDFFE_PN0N_"
  required_ns: 38.60
  crit_fanout: 30
  crit_path_end_kind: "flop"
  start_kind: "flop"
  startpoint: "v1[4]$_SDFFE_PN0N_"
  critPathKind: "flop to flop"
  worstSetupEndpoint: "spike_counter[16]$_SDFFE_PN0P_"
  r2r_cells: 64
  r2r-end: "spike_counter[16]$_SDFFE_PN0P_"
  arrival_ns: 20.56
  r2r_slack_ns: 18.03
yosys:
  ys_seq_share_pct: 5.17
  ys_area_um2: 27300
  syn-mean-instance-area_um2: 9.15
  synth_flops: 67
  synth_stat.cells: 2983
  netlist_area_um2: 27300
  synthDistinctLibCells: 73
  synth_cells: 2983
  flop_cell: "dfxtp_1"
  yosys_warnings: 6
  edf_count: 7
  ys_async_sr_fraction_pct: 0
sta:
  slew_headroom_pct: 39.7
  timing.final.ws_setup_ns: 18.03
  tightest_slew_ns: 0.897
  setup_viol: 0
  rsz0062_at_grt: "false"
  hold_violations: 0
  holdWs_ns: 0.436
  slew_viol_final: 0
  fin_crit_ns: 20.27
  max_freq_ghz: 0.0493
  finalCritPeriodShare_pct: 52.9
  final.setup.tns_ns: 0
  finClkSkew_ns: 0.0163
routing:
  wl_mm: 61.1
  vias: 18400
  route.detailed.drc: 0
  wl_per_cell_um: 15.9
  final_antenna_net_count: 0
  vias_per_cell: 4.80
  firstDrtPassIters: 6
  drt_iter0_markers: 529
layout:
  mi_logic_area_um2: 22600
  regArea_um2: 1420
  area_growth_pct: 5.47
  final_cell_count_no_fill: 3836
  drive_above_1_share_pct: 3.41
  fill_cells: 6539
clock_network:
  cts_buffers: 9
  clock_latency_ns: 0.37
  cts_setup_buffers: 0
  clock_sinks: 67
  cts_root_buffer: "clkbuf_16"
  ctsResizeCount: 0
  path_clk_slew_ns: 0.06
  cts_max_level: 3
  cts_tree: "built"
  hold_buffers: 0
  cts_buffer_depth: 2
placed_design:
  gp_congestion: 0.893
  placed_cells: 3819
  place_ws_ns: 18.07
  io_buffers: 13
  place_hpwl_mm: 49.7
min_path:
  hp-class: "flop to flop"
  hp-start: "count[0]$_DFF_P_"
job:
  warning_count: 34
  timing.max_cap.violations: 0
status:
  status: "complete, no violations"
[layout by cell type, fill, tap and decap left out, types with 6 or more instances in the layout]
cell and n:
ha_1 267, o21a_1 16, clkbuf_16 9, nor3_1 19, o211ai_1 16, dfxtp_1 51
buf_4 51, xor2_1 38, inv_1 759, a31oi_1 10, a21oi_1 80, a21o_1 25
edfxtp_1 7, dfxtp_2 9, nor2b_1 22, nand3_1 25, nor2_1 117, nand2b_1 18
o21ai_0 32, o31ai_1 8, nand4_1 16, and2_1 198, o21bai_1 15, or4_1 6
and3_1 11, nand2_1 301, clkdlybuf4s50_1 13, a211o_1 6, a211oi_1 13, or3_1 8
xnor2_1 83, fa_1 632
[metal layers]
metal	GRT usage, %	vias up	share of wire (%)	wire length (um)
met5	0	-	0	0
met4	1.83	0	1.0	637
met3	9.26	42	10	6250
met2	32.0	488	47	28600
met1	28.5	9038	42	25600
li1	-	8846	-	-
[per-stage QoR]
| step | utilization (%) | area (um2) |
|---|---|---|
| 3_5_place_dp | 42.3 | 28500 |
| 2_1_floorplan | - | 27300 |
| 5_1_grt | 42.7 | 28800 |
| 3_3_place_gp | 42.3 | 28500 |
| 4_1_cts | 42.7 | 28800 |
| 6_report | 42.7 | 28800 |
[critical path: cells and delay by family (launching register included)]
kind | cells | cell delay (ns)
compound gates | 20 | 5.57
xor+xnor | 5 | 1.07
fa+ha+maj | 20 | 8.85
buf+inv | 9 | 1.15
flops | 1 | 0.54
simple gates | 10 | 2.97
[cells in the mapped netlist (3+ instances only)]
| cell | number | area (um2) |
|---|---|---|
| nand3_1 | 25 | 125 |
| nand2_1 | 302 | 1130 |
| nand4_1 | 16 | 100 |
| nor2b_1 | 22 | 138 |
| nand4b_1 | 3 | 26.3 |
| buf_2 | 7 | 35.0 |
| clkbuf_1 | 91 | 342 |
| a21o_1 | 25 | 188 |
| and2_1 | 198 | 1240 |
| nor2_1 | 117 | 439 |
| dfxtp_1 | 60 | 1200 |
| xnor2_1 | 84 | 736 |
| edfxtp_1 | 7 | 210 |
| buf_4 | 6 | 45.0 |
| a21oi_1 | 80 | 400 |
| o21bai_1 | 15 | 113 |
| a21oi_2 | 3 | 26.3 |
| o31a_1 | 5 | 43.8 |
| a31oi_1 | 10 | 62.6 |
| o211ai_1 | 16 | 120 |
| or3_1 | 8 | 50.1 |
| nand2b_1 | 18 | 113 |
| o21a_1 | 16 | 120 |
| fa_1 | 632 | 12700 |
| or4_1 | 6 | 45.0 |
| xor2_1 | 38 | 333 |
| nand3b_1 | 3 | 22.5 |
| inv_1 | 759 | 2850 |
| a211o_1 | 6 | 52.6 |
| ha_1 | 267 | 3340 |
| nor3_1 | 19 | 95.1 |
| o21ai_0 | 32 | 160 |
| o221ai_1 | 3 | 26.3 |
| a211oi_1 | 13 | 97.6 |
| mux2i_1 | 3 | 30.0 |
| clkinv_1 | 5 | 18.8 |
| o31ai_1 | 8 | 60.1 |
| and3_1 | 11 | 68.8 |
[worst min path at each step]
stage | slack, ns | cells after the start | end
after CTS | 0.44 | 1 | count[0]$_DFF_P_
after global routing | 0.47 | 1 | count[0]$_DFF_P_
final | 0.44 | 1 | count[0]$_DFF_P_
[registers in the layout (all words and copies together) (netlist names)]
register       count
count              6
LED                6
w1                18
spike_counter     18
v1                18
GPIO_1             1
[area by class of cell]
cell class / instances / area share (%)
Tap cell: 873 / 3.79
Timing Repair Buffer: 64 / 1.78
Multi-Input combinational cell: 2051 / 78.6
Sequential cell: 67 / 4.94
Antenna cell: 1 / 0.00869
Clock buffer: 11 / 0.808
Clock inverter: 5 / 0.143
Inverter: 764 / 9.96
[cells by family after synthesis]
group	count (synthesis)	synth area share, %
buffers and inverters	869	12.1
muxes	6	0.234
DFF	67	5.17
other	1	0.0137
adders and majority gates	899	58.6
and+or+nand+nor	759	13.5
AOI/OAI and AO/OA	258	6.39
xor gates and xnor gates	124	4.06
